**/design/flow/design.v**
```verilog
module count (cntin,enable,load,clk,cntout,rst) ;
input wire [4:0]cntin;
input wire enable;
input wire load;
input wire clk;
input wire rst;
output reg [4:0]cntout;
always @(posedge clk)begin
if(rst==1)
begin
    cntout = 5'b00000;
end
else 
begin
    cntout <= (load & enable)? cntin:5'b00000;
end
end
endmodule
```
**/design/flow/run.sh**
```bash
#!/bin/bash
# OpenROAD 26Q1-2900-gdf79404cd8, Yosys 0.63+post, stock flow scripts
make -C /OpenROAD-flow-scripts/flow DESIGN_CONFIG=/design/flow/config.mk WORK_HOME=/design/flow/orfs finish
```
**/design/flow/config.mk**
```make
export PLATFORM = sky130hd
export DESIGN_NAME = count
export DESIGN_NICKNAME = count
export VERILOG_FILES = /design/flow/design.v
export SDC_FILE = /design/flow/constraint.sdc
export NUM_CORES = 4
export LEC_CHECK = 1
export CORE_AREA = 10 10 70 70
export DIE_AREA = 0 0 80 80
```
**/design/flow/constraint.sdc**
```tcl
current_design count

set clk_period 1.0
set clk_io_pct 0.2

create_clock -name clk0 -period $clk_period [get_ports {clk}]

set non_clock_inputs [all_inputs -no_clocks]
set_input_delay [expr $clk_period * $clk_io_pct] -clock clk0 $non_clock_inputs
set_output_delay [expr $clk_period * $clk_io_pct] -clock clk0 [all_outputs]
```
==> results.txt <==
The implementation run finished. Sum of internal, switching and leakage power landed at 493 uW. Tally of OpenROAD warnings landed at 25. Final cell area excluding filler cells landed at 365 um^2. Per the detail_route report, DRC violations left total 0. The tree is rooted in a sky130_fd_sc_hd__clkbuf_4. Max-slew check failures listed in the final report amount to 0.

Number of buffers on the longest clock path landed at 2. Number of inserted diodes landed at 0. The largest registers in the layout are cntout x5.

Global router's overall resource usage landed at between 1.5 and 2%. The most critical hold endpoint after final layout shows a slack of 0.563 ns. Looking at the power breakdown, combinational cells take 9.8% of the total. OpenSTA lists the critical path startpoint as cntout[1]. Final setup violation count landed at 0. TritonCTS built the clock tree. Largest voltage drop on the vdd net landed at 0.000496 V. Actual transition at the worst max-transition pin landed at around 0.13 ns.

Clock share of power landed at 48.1%. Ranked by flip-flop count, first place goes to cntout. Overall overflow remaining after global route landed at 0. Sequential cells account for between 40 and 50% of the total power.

Pin placement for this block handled 14 I/O pins. DRC marker count from the first detailed-route iteration landed at 1. Total stage count of the critical path landed at 1. The cell area that synthesis handed to floorplanning was ~150 um^2. Setup repair after global routing left no endpoint under its margin. Per the post-route antenna check, the number of violating nets is 0.

The report shows a maximum critical-path fanout of 1. Data on the critical path is required at its endpoint by 0.80 ns. Number of fill cells landed at 408. Dividing total power by cell area gives a power density of 1350 nW/um^2. The largest individual stage delay along the critical path comes from the cell sky130_fd_sc_hd__dfxtp_1. Post-placement cell area landed at 338 um^2. Design internal power landed at 395 uW.

For this sky-water flow run, the detailed-routed wirelength per cell is reported as 8.04 um. The floorplan has 21 rows. The initial antenna violation count came to 0. The routed design has 587 um of wire. Post-synthesis chip area from yosys landed at 150 um^2. By startpoint and endpoint, the worst setup path is classified as reg -> out.

Switching power as a fraction of the total was reported as approximately 20%. Looking at the clock tree report, the H-tree level count equals 1. Length of the first detailed-routing pass in iterations landed at 2. Leaving out fill and tap cells, the most frequent cells in the layout are 8 x sky130_fd_sc_hd__clkdlybuf4s50_1, 5 x sky130_fd_sc_hd__and4b_1, 5 x sky130_fd_sc_hd__clkdlybuf4s15_1, 4 x sky130_fd_sc_hd__dfxtp_1, 3 x sky130_fd_sc_hd__clkbuf_4.

The longest incremental delay of any stage on the critical path is reported as 0.31 ns. Together, buffers and inverters on the worst path number 1. Using the TritonRoute via totals, the vias-per-cell ratio works out to 2.07. The timing report attributes the biggest portion of critical-path delay to flip-flops. End-of-flow core utilization landed at 10.7%.

The routed layout has 151 vias. As logged by OpenROAD, the buffers inserted on ports number 13. The flow ran to the end, and the final reports show no timing, DRC or antenna violations.

After synthesis, flip-flops and latches occupy 66.7% of the total area. sky130_fd_sc_hd__dfxtp_1 takes more of the synthesized area than any other cell. The register with the most flip-flops in the layout has 5 of them. Worst relative slew slack landed at 91.3%. According to the floorplan report, the die height is 80 um. STA classifies the critical path endpoint as a primary output. Per the cell usage report, the commonest logic cell in the layout is sky130_fd_sc_hd__clkdlybuf4s50_1. After synthesis, the mean cell area works out to 15.0 um^2. Clock transition at the register clock pins on the worst setup and hold paths after CTS landed at 0.05 ns. Number of buffers created by CTS landed at 3. The first global-routing pass estimated 890 um of wire. The core region is around 3400 um^2. Global placement routability congestion landed at 0.667.

The synthesis stat section lists a flop and latch total of 5. Across the run, the number of max-cap violations was 0. The final timing summary puts the cycle share of the worst path at approximately 96%. Entering global routing, the biggest net connects 6 pins. In this run, distinct cell masters in the synthesized netlist total 2. Looking at hold timing, the worst path starts from cntin[0]. Counting instances, the worst hold path has a depth of 2. Number of cells produced by synthesis landed at 10. In the post-synthesis netlist, the biggest area contributors are sky130_fd_sc_hd__dfxtp_1 67%, sky130_fd_sc_hd__and4b_1 33%.

On the critical path the data arrives at 0.76 ns. The final timing report lists a hold violation count of 0. Per the synthesis report, the single largest cell type by area occupies 66.7% of cell area. Static timing analysis puts the maximum clock frequency at 1.05 GHz. STA classifies the critical path startpoint as a flop. The clock tree has to reach 5 sinks. The number of cells reported by Yosys stat comes to 10. Ratio of cells with drive above 1 in the final layout landed at 14.8%.

The analysis attributes to net switching a power of 98.3 uW. The routed design could run at a clock period as short as 0.956 ns. Chip area landed at 6400 um^2.

The area growth from synthesis to layout is 143%. The signal on the critical path passes through clkdlybuf4s15_1. Via count of the first global-routing pass landed at 186. The path class of the tightest hold or removal check is in -> reg. Horizontal die size landed at 80 um. Initial cell density of the core landed at roughly 4.4%.

Static leakage power landed at 0.140 nW. For this run, the number of Yosys warnings is 1.
[power by group through the flow]
stage	logic, mW	registers (mW)	clock network [mW]
finish	0.0485	0.207	0.237
global route	0.0526	0.207	0.262
CTS	0.0482	0.207	0.246
[routing by layer]
metal / GRT usage [%] / wire length (um) / up-vias
li1: - / - / 75
met1: 2.94 / 401 / 57
met2: 1.36 / 82 / 17
met3: 1.36 / 62 / 2
met4: 1.23 / 40 / 0
met5: 0 / 0 / -
[Yosys cell counts, drive strengths merged]
cell   count
and4b      5
dfxtp      5
[logic make-up after synthesis]
kind of cell / share of synthesized area (%)
and+or+nand+nor: 33.3
DFF: 66.7
[final cells by class]
| type | instances | area [um^2] | area share [%] |
|---|---|---|---|
| Clock buffer | 4 | 26.3 | 7.19 |
| Multi-Input combinational cell | 5 | 50.0 | 13.7 |
| Sequential cell | 5 | 101 | 27.7 |
| Tap cell | 46 | 57.6 | 15.8 |
| Timing Repair Buffer | 13 | 130 | 35.6 |
[path summary, 6_finish.rpt]
kind | endpoint | slack (ns)
worst max-delay path | cntout[1] | 0.04
worst min-delay path | cntout[0] | 0.56
[stage by stage]
stage,std cells,setup TNS [ns],setup slack [ns]
6_report,73,0,0.0441
5_1_grt,73,0,0.00548
4_1_cts,73,0,0.00657
3_5_place_dp,69,-0.202,-0.0483
3_3_place_gp,69,-0.0930,-0.0217
2_1_floorplan,10,0,0.515
[timing repair]
| item | CTS | global route |
|---|---|---|
| endpoints found under the hold margin | 0 | 0 |
| buffers inserted | 0 | 0 |
| resized | 7 | 4 |
| setup endpoints to repair | 5 | 4 |
| hold buffers | 0 | 0 |
| gates cloned | 0 | 0 |
Power is estimated from default activity; no workload was simulated.
